### /design/flow/run.sh
#!/bin/bash
# OpenROAD 26Q1-2900-gdf79404cd8, Yosys 0.63+post, stock flow scripts
make -C /OpenROAD-flow-scripts/flow DESIGN_CONFIG=/design/flow/config.mk WORK_HOME=/design/flow/orfs finish
### /design/flow/config.mk
export PLATFORM = sky130hd
export DESIGN_NAME = top_level
export DESIGN_NICKNAME = top_level
export VERILOG_FILES = /design/flow/design.v
export SDC_FILE = /design/flow/constraint.sdc
export NUM_CORES = 4
export LEC_CHECK = 1
export CORE_AREA = 10 10 70 70
export DIE_AREA = 0 0 80 80
export SYNTH_HDL_FRONTEND = slang
### /design/flow/constraint.sdc
current_design top_level

set clk_period 1.8
set clk_io_pct 0.2

create_clock -name clk0 -period $clk_period [get_ports {clk}]

set non_clock_inputs [all_inputs -no_clocks]
set_input_delay [expr $clk_period * $clk_io_pct] -clock clk0 $non_clock_inputs
set_output_delay [expr $clk_period * $clk_io_pct] -clock clk0 [all_outputs]
### /design/flow/design.v
module dat_mem #(parameter W=8, byte_count=256)(
  input                           clk,
                                  write_en,   
  input  [$clog2(byte_count)-1:0] raddr,      
                                  waddr,      
  input  [ W-1:0]                 data_in,
  output [ W-1:0]                 data_out
    );
logic [W-1:0] core[byte_count];	 
assign data_out = core[raddr] ;	 
always_ff @ (posedge clk)
  if (write_en)
    core[waddr] <= data_in;
endmodule
module lfsr6(
  input              clk,
                     en,		   
			         init,		   
  input       [5:0]  taps,		   
                     start,		   
  output logic[5:0]  state);	   
  logic[5:0] taptrn;			   
  always @(posedge clk)
	if(init) begin
	  state  <= start;			   
	  taptrn <= taps;			   
	end
	else if(en)					   
	  state  <= {state[4:0],(^(state&taptrn))};	  
endmodule
module top_level (
  input        clk, 
               init,
  output logic done);
logic         write_en;         
logic[8-1:0] raddr,            
              waddr;            
logic[8-1:0] data_in;          
wire [8-1:0] data_out;         
logic         LFSR_en;          
logic[   5:0] taps,             
              start;            
logic[   7:0] pre_len;          
logic         taps_en,          
              start_en,         
              prelen_en;        
logic         load_LFSR;        
wire [   5:0] LFSR;             
logic[   7:0] scram;            
logic[   7:0] ct_inc;           
logic[	 7:0] i;			    
dat_mem dm1(.clk, .write_en, .raddr, .waddr,
            .data_in, .data_out);
lfsr6 l6(.clk, .en(LFSR_en), .init(load_LFSR),
         .taps, .start, .state(LFSR));
logic[7:0] ct;                   
always @(posedge clk)
  if(init)
    ct <= 0;
  else 
	ct <= ct + ct_inc;      
always_comb begin
  write_en  = 'b0;          
  LFSR_en   = 'b0;          
  prelen_en = 'b0;          
  taps_en   = 'b0;          
  start_en  = 'b0;          
  load_LFSR = 'b0;          
  data_in   = 'b0;
  scram 	= 'b0;
  ct_inc    = 'b1;          
  case(ct)
    0,1: begin   
           raddr     = 'd0;          
   		   waddr     = 'd64;    	 
         end        
    2:   begin              
           raddr      = 'd61;
           waddr      = 'd64;          
           prelen_en  = 'b1;
         end
    3:   begin              
           raddr      = 'd62;   
           waddr      = 'd64;
           taps_en    = 'b1;
         end                
    4:   begin
           raddr      = 'd63;
		   waddr      = 'd64;
           start_en   = 'b1;
         end
	5:   begin
	       raddr      = 'd0;
		   waddr      =	'd64;
		   load_LFSR  = 'b1;    
		 end
    6:   begin             
	       raddr      = 'd0;
		   waddr      =	'd64;
         end       
	default: begin
			i = ct - 7;
			waddr = 64 + i;
	     	if (i < pre_len) begin
	     		raddr = 0; 
			end
			else begin
				raddr = i - pre_len + 1;
			end
			scram = data_out ^ {2'b0, LFSR};
			data_in = scram; 
			write_en = 'b1;
			LFSR_en = 'b1;
	     end
  endcase
end 
always @(posedge clk)
  if(prelen_en)
    pre_len <= data_out;       
  else if(taps_en)
    taps    <= data_out;       
  else if(start_en)
    start   <= data_out;       
assign done = ct == 'd71;		 
endmodule
==> impl_metrics.yaml <==
# synthesis and place-and-route metrics
status:
  outcome: "completed"
critical_path:
  r2r_start: "ct[0]"
  critPathLaunch: "ct[1]"
  cp-start-kind: "register"
  required_ns: 1.44
  arrival_ns: 1.42
  crit_fanout: 2
  critPathCaptureType: "output pin"
  criticalPathCategory: "register to output pin"
logic_synthesis:
  compound_area_share_pct: 8.89
  netlist.area_leader.share_pct: 47.4
  synth_cell_types: 16
  top_logic_kind: "simple AND/OR/NAND/NOR gates"
  topCellsByArea: "dfxtp_1, ha_1, or3_1"
  ys_sh_simple_pct: 27.4
  synth_cells: 37
  ys_sh_mux_pct: 0
  syn_area_sq_um: 338
  ys_area_sq_um: 338
  ys_cells: 37
  postSynthAreaPerCell_sq_um: 9.13
  yosysSeqAreaShare_pct: 47.4
  ys_sh_adder_pct: 7.41
  synth_flops: 8
  xor_share_pct: 7.78
  yosysTopAreaCell: "dfxtp_1"
  synth_warnings: 0
drt:
  ant_nets: 0
  first_pass_iters: 2
  antennaDiodeCount: 0
  drc: 0
  drtIter0Drc: 6
  num_vias: 287
  vias_per_cell: 3.12
  wl_per_cell_um: 7.82
  drt_wl_total_um: 719
finish:
  layout-drive-gt1-share_pct: 32.6
  largest_register: "ct"
  largestRegisters: "ct (8)"
  fill_cells: 391
  syn_to_final_growth_pct: 47.0
  fin_util_pct: 14.5
  largest_reg_flops: 8
timing:
  fin_skew_ns: 0.00133
  relSlewSlack_pct: 79.3
  fin_crit_ns: 1.78
  fin_crit_sh_pct: 99.1
  rsz0062_at_grt: "true"
  tns_ns: 0
  slew_viol_final: 0
  finalHoldViolations: 0
  setup_viol: 0
  fmax_mhz: 560
  tightestPinTransition_ns: 0.310
die:
  io_pins: 3
  initCoreUtil_pct: 9.89
  core_area_sq_um: 3420
  chipArea_sq_um: 6400
  die_h_um: 80
  rows: 21
  fp.dieW_um: 80
global_routing:
  grt_max_degree: 9
  grt-ovfl-total: 0
  grt_pass1_wl_um: 1260
  gr-usage-all-layers_pct: 2.39
  grt_antenna_before_repair: 0
  grt_pass1_vias: 299
placed_design:
  io_buffers: 2
  gp_congestion: 0.758
  hpwl_um: 437
hold_path:
  hp-start: "ct[6]"
  hp-class: "register to register"
power:
  power.total_mw: 0.347
  power_density_nw_per_um2: 699
  peakVddDrop_mv: 0.493
  leakagePower_nw: 0.163
clock_tree:
  cts_buffers: 3
  insertion_delay_ns: 0.25
  clock-sinks: 8
  cts_root_buf: "clkbuf_4"
  htree_levels: 1
  cts.path.max_buffers: 2
  cts_tree: "done"
  clk_pin_slew_ns: 0.05
run:
  max_cap_viol_count: 0
  log.warning_count: 28
## critical path, cell delays in order, from the launching register on
cell	delay, ns
dfxtp_2	0.35
ha_4	0.13
or4b_4	0.46
nor3_4	0.12
buf_2	0.12
## synthesized netlist by cell type
master    count
ha_1          2
o21ai_0       3
nand3_2       1
nor2b_1       1
dfxtp_1       8
or4b_1        1
nand2_1       3
nor2_1        4
nor3_1        1
nand4_1       1
a21oi_1       3
nand3_1       2
xor2_1        2
or3_1         3
xnor2_1       1
clkbuf_1      1
## final cells by class
class                      instances  area [sq um]  share of cell area [%]
timing repair buffer               7          52.6                    10.6
multi-input combinational         28           201                    40.6
tap                               46          57.6                    11.6
clock buffer                       3          22.5                    4.53
sequential                         8           163                    32.7
## through the flow
stage / instance area (sq um) / worst slack (ns) / hold WS, ns / instances
4_1_cts: 490 / -0.00454 / 0.497 / 92
3_5_place_dp: 442 / -0.253 / 0.484 / 88
3_3_place_gp: 442 / -0.282 / 0.469 / 88
6_report: 497 / 0.0157 / 0.511 / 92
2_1_floorplan: 338 / 0.362 / 0.444 / 37
5_1_grt: 497 / -0.0775 / 0.536 / 92
## layout by cell type, fill, tap and decap left out
master / instances
dfxtp_2: 2
or3_1: 3
nor2b_1: 1
o21ai_0: 3
nor2_1: 4
nand4_1: 1
buf_2: 1
xnor2_1: 1
clkdlybuf4s50_1: 1
xor2_1: 2
ha_4: 1
nand3_2: 1
nand2_1: 3
clkbuf_4: 3
or4b_4: 1
dfxtp_1: 6
a21oi_1: 3
nor3_4: 1
ha_1: 1
buf_4: 5
nand3_1: 2
## power by group
group,internal [mW],switching [mW],total [mW]
Sequential,0.184,0.00652,0.191
Clock,0.0758,0.0533,0.129
Combinational,0.0160,0.0115,0.0275
## routing by layer
metal	routed length, um	track usage (%)	part of all wire [%]	up-vias
met3	51	1.36	7.1	0
met4	0	0.352	0	0
met5	0	0	0	-
met1	386	3.23	54	131
met2	281	3.29	39	8
li1	-	-	-	148
## final timing paths
check | end | depth (start not counted) | slack [ns]
max | done | 4 | 0.02
min | ct[6] | 2 | 0.51
max reg2reg | ct[6] | 5 | 0.52
min reg2reg | ct[6] | 2 | 0.51
## logic make-up after synthesis
logic type	after synthesis
simple gates	17
flops	8
compound gates	6
xor+xnor	3
fa+ha+maj	2
buf+inv	1
## repair_timing
action                     CTS  global route
resized                      9             1
setup endpoints to repair    1             1
hold buffers                 0             0
setup buffers                1             0
pin swaps                    2             0
cloned                       0             0
Power figures rest on the tool's default switching activity, not on a simulated workload.
